==> design/flow/design.v <==
module MAC #
(
parameter DATA_WIDTH = 8
)
(
input clk,
input rst_n,
input En,
input Clr,
input [DATA_WIDTH-1:0] Ain,
input [DATA_WIDTH-1:0] Bin,
output reg [DATA_WIDTH*3-1:0] Cout
);
reg [DATA_WIDTH*3-1:0] mult;
reg en_latch;
always_ff @(posedge clk or negedge rst_n) begin
  if (~rst_n) begin
    Cout <= '0;
    mult <= '0;
  end
  else if (Clr) begin
    Cout <= '0;
    mult <= '0;
  end
  else begin
    en_latch <= En;
    if (En) begin
      mult <= (Ain * Bin);   
    end
    if (en_latch) begin
      Cout <= Cout + mult;
    end
  end
end
endmodule
==> design/flow/run.sh <==
#!/bin/bash
# OpenROAD 26Q1-2900-gdf79404cd8, Yosys 0.63+post, stock flow scripts
make -C /OpenROAD-flow-scripts/flow DESIGN_CONFIG=/design/flow/config.mk WORK_HOME=/design/flow/orfs finish
==> design/flow/config.mk <==
export PLATFORM = sky130hd
export DESIGN_NAME = MAC
export DESIGN_NICKNAME = MAC
export VERILOG_FILES = /design/flow/design.v
export SDC_FILE = /design/flow/constraint.sdc
export NUM_CORES = 4
export LEC_CHECK = 1
export CORE_UTILIZATION = 50
==> design/flow/constraint.sdc <==
current_design MAC

set clk_period 14.2
set clk_io_pct 0.2

create_clock -name clk0 -period $clk_period [get_ports {clk}]

set non_clock_inputs [all_inputs -no_clocks]
set_input_delay [expr $clk_period * $clk_io_pct] -clock clk0 $non_clock_inputs
set_output_delay [expr $clk_period * $clk_io_pct] -clock clk0 [all_outputs]
==> ci_impl_report.md <==
## PnR job results

| Metric | Value |
|---|---|
| Status | finished, final reports clean |
| Synth top area share | 21.4% |
| Area Growth Syn to Fin | 14.1% |
| Top cells by count | and2_1, ha_1, inv_1 |
| H-tree levels | 2 |
| Ys cells | 491 |
| CTS sink count | 41 |
| Ys Warns | 1 |
| Top FF cell, synth | dfrtp_1 |
| Syn Area/Cell | 9.52 µm² |
| Critical Path Sink Type | flip-flop |
| CTS max path bufs | 2 |
| Flip-flop and latch area | 1030 µm² |
| Post-Place Worst Slack | 6570 ps |
| Pin count of the biggest net entering global routing | 56 |
| Clock Skew | 4.12 ps |
| Simple-Gate Area Share | 19.6% |
| Num CTS Buffers | 5 |
| Adder Share, Synth | 29.8% |
| GRT overflow | 0 |
| RSZ-0062 raised after global routing | false |
| 1st-pass router iterations | 4 |
| Period utilization | 51.4% |
| Die area | 9730 µm² |
| Post-Route Setup TNS | 0 ps |
| Routed WL per cell | 14.5 µm |
| Overall routing resource usage | 21.5% |
| Final WS setup | 6900 ps |
| Worst setup SP type | input pin |
| Post-CTS setup buffer count | 0 |
| CTS Hold Bufs | 0 |
| Comb area | 3390 µm² |
| First-pass GRT wire length | 16,300 µm |
| Layout fillers | 763 |
| Fp util | 52.5% |
| Crit Path Class | in -> reg |
| Clk pwr share | 18.8% |
| Cell Type Count | 72 |
| Final Setup Violations | 0 |
| Finished layout cell area | 5330 µm² |
| Drt via density | 5.69 |
| Fmax | 137 MHz |
| Fin. max-slew vios | 0 |
| Synth area leader | dfrtp_1 |
| Complex Gates by Area | 16.7% |
| Drt drc | 0 |
| Hold Crit Class | reg -> reg |
| Worst-Skew Late Latency | 290 ps |
| Total power | 0.593 mW |
| Switch share | 40.0% |
| Antenna violation net count after detailed routing | 0 |
| Ys flops | 41 |
| IR drop worst, VDD | 42.8 µV |
| Post-synthesis async set-or-reset flop share | 97.6% |
| Area contributors post-synth | dfrtp_1, fa_1, ha_1, and2_1, inv_1 |
| Post-route insts no fill | 644 |
| Gate power share | 55.9% |
| Vias in the first global route | 3,283 |
| Die y size | 98.7 µm |
| GP Congestion | 0.937 |
| Drt total wl | 9350 µm |
| Final min period | 7300 ps |
| Cell area after synthesis | 4670 µm² |
| Resized Gates After CTS | 0 |
| Max Cap Violations | 0 |
| Yosys Chip Area | 4670 µm² |
| Final hold violation count | 0 |
| Net Sw Power | 0.237 mW |
| Initial antenna violation count | 0 |
| Vias | 3,662 |
| Int Pwr | 0.356 mW |
| WHS | 511 ps |
| Leak pwr | 2.63 nW |
| Initial DRC Count | 112 |
| Number of enable flip-flop cells | 1 |
| Core box area | 8890 µm² |
| Area post-placement | 5200 µm² |
| Root Buffer | clkbuf_8 |
| Cell area power density | 111 nW/µm² |
| Xor/xnor share | 2.25% |
| Port-buffer cells | 43 |
| Clock Pin Slew Worst Setup and Hold Paths | 80 ps |
| Req. time, crit path | 14,380 ps |
| Count of tool warnings | 26 |
| IO Pins | 44 |
| Data arrival, critical path | 7480 ps |
| Post-Syn Instances | 491 |
| DP HPWL | 7280 µm |
| Reg power frac | 25.3% |
| Main logic family | adder cells |
| Layout cells sized above 1 | 6.34% |
| Least-Margin Pin Slew | 556 ps |
| Diode count | 0 |
| Critical path peak fanout | 8 |
| Fin util | 60.0% |
| CTS tree | done |
| Site Rows | 34 |
| Post-synth seq share | 22.1% |
| MUX share of area | 4.18% |
| Total placed cells including tap cells | 636 |
| Die Wd | 98.7 µm |
| Max-slew headroom | 62.6% |
==> power groups by stage <==
stage | Sequential (mW) | Clock (mW) | Combinational (mW)
global route | 0.153 | 0.121 | 0.379
CTS | 0.151 | 0.114 | 0.335
finish | 0.150 | 0.111 | 0.331
==> critical path: stages <==
cell and delay (ps):
clkdlybuf4s50_1 540, and2_1 250, fa_1 500, fa_1 520, fa_1 540, inv_1 50, fa_1 530, inv_1 40
ha_1 350, and4_1 210, a211oi_1 200, o21ai_1 170, a311oi_1 370, nor3b_1 90, a221o_1 260
==> per-layer routing <==
layer  up-vias  share of wire, %  track usage, %
li1       1806                 -               -
met1      1777                52            39.6
met2        75                43            29.1
met3         4               3.9            3.32
met4         0              0.34            1.03
met5         -                 0               0
==> final timing paths <==
path | slack [ps] | startpoint | cells after the start | end
min in group asynchronous | 2590 | rst_n | 2 | Cout[3]
max in group asynchronous | 11230 | rst_n | 2 | mult[1]
setup reg to reg | 11680 | Cout[0] | 8 | Cout[22]
hold reg to reg | 510 | mult[10] | 2 | mult[10]
hold / removal | 510 | mult[10] | 2 | mult[10]
setup / recovery | 6900 | Ain[2] | 15 | mult[15]
==> sequential cells by signal (all words and copies together) (netlist names) <==
signal    count
mult         16
en_latch      1
Cout         24
==> logic make-up after synthesis <==
| logic type | count (synthesis) |
|---|---|
| xor gates and xnor gates | 12 |
| DFF | 41 |
| adders and majority gates | 89 |
| muxes | 19 |
| AOI/OAI and AO/OA | 104 |
| and+or+nand+nor | 164 |
| buffers and inverters | 62 |
==> area by class of cell <==
class / instances / area share (%)
clock buffers: 5 / 1.29
repair buffers: 47 / 8.45
flip-flops and latches: 41 / 19.3
well taps: 108 / 2.53
clock inverters: 3 / 1.22
multi-input cells: 388 / 63.5
inverters: 52 / 3.66
==> layout by cell type (no fill, tap or decap), types with 3 or more instances in the layout <==
cell type and n:
a211o_1 5, a211oi_1 8, a21o_1 11, a21oi_1 22, a31oi_1 5, and2_1 52, and4b_1 3, buf_4 4
clkbuf_8 5, clkdlybuf4s50_1 41, dfrtp_1 40, fa_1 37, ha_1 52, inv_1 51, mux2_2 4, mux2i_1 15
nand2_1 30, nand2b_1 4, nand3_1 7, nor2_1 32, nor2b_1 8, nor4b_1 4, o21a_1 5, o21ai_0 12
o21bai_1 3, xnor2_1 8, xor2_1 4
Power figures rest on the tool's default switching activity, not on a simulated workload.
