$ cat flow/run.sh
#!/bin/bash
# OpenROAD 26Q1-2900-gdf79404cd8, Yosys 0.63+post, stock flow scripts
make -C /OpenROAD-flow-scripts/flow DESIGN_CONFIG=/design/flow/config.mk WORK_HOME=/design/flow/orfs finish
$ cat flow/config.mk
export PLATFORM = sky130hd
export DESIGN_NAME = FIFO
export DESIGN_NICKNAME = FIFO
export VERILOG_FILES = /design/flow/design.v
export SDC_FILE = /design/flow/constraint.sdc
export NUM_CORES = 4
export LEC_CHECK = 1
export CORE_UTILIZATION = 50
$ cat flow/constraint.sdc
current_design FIFO

set clk_period 2.5
set clk_io_pct 0.2

create_clock -name clk0 -period $clk_period [get_ports {clk}]

set non_clock_inputs [all_inputs -no_clocks]
set_input_delay [expr $clk_period * $clk_io_pct] -clock clk0 $non_clock_inputs
set_output_delay [expr $clk_period * $clk_io_pct] -clock clk0 [all_outputs]
$ cat flow/design.v
module FIFO
#(
  parameter DEPTH      = 8,   
  parameter DATA_WIDTH = 8    
)
(
  input  wire                  clk,
  input  wire                  rst_n,
  input  wire                  rden,        
  input  wire                  wren,        
  input  wire [DATA_WIDTH-1:0] i_data,      
  output reg  [DATA_WIDTH-1:0] o_data,      
  output wire                  full,
  output wire                  empty
);
  localparam PTR_WIDTH = $clog2(DEPTH);
  reg [DATA_WIDTH-1:0] mem [0:DEPTH-1];   
  reg [PTR_WIDTH-1:0]  rd_ptr;   
  reg [PTR_WIDTH-1:0]  wr_ptr;   
  reg [PTR_WIDTH:0]    count;
  assign empty = (count == 0);
  assign full  = (count == DEPTH);
  always @(posedge clk or negedge rst_n) begin
    if(!rst_n) begin
      rd_ptr <= {PTR_WIDTH{1'b0}};
      wr_ptr <= {PTR_WIDTH{1'b0}};
      count  <= {PTR_WIDTH+1{1'b0}};
      o_data <= {DATA_WIDTH{1'b0}};
    end
    else begin
      if(rden && !empty) begin
        o_data <= mem[rd_ptr];
        rd_ptr <= rd_ptr + 1'b1;
        count <= count - 1'b1;
      end
      if(wren && !full) begin
        mem[wr_ptr] <= i_data;
        wr_ptr <= wr_ptr + 1'b1;
        count <= count + 1'b1;
      end
    end
  end
endmodule
==> deck_impl_summary.md <==
Key Metrics from the Run

Run status
  – Result of the run: completed

Power and ir drop
  – Share of power burned in registers: 0.427
  – Combinational share of power: 0.337
  – Standby leakage power: around 1.5 nW
  – Power density of the placed cells: ~1100 nW/um^2
  – Internal power consumption: ~3.0 mW
  – IR drop worst, VDD: roughly 0.67 mV
  – Net switching power: 1.351 mW
  – Fraction of power spent switching nets: 0.3101
  – Clk network pwr share: 0.236

Global routing
  – Number of global-route vias before repair: between 2000 and 2500
  – Total congestion overflow after global routing: 0
  – Global-route wire length before repair: between 10 and 15 mm
  – Antenna violations before repair: 0
  – Pin count of the biggest net entering global routing: 21
  – All-Layer GR Usage: 0.2064

Worst setup path
  – Crit Path Category: flip-flop to output pin
  – Internal reg-to-reg setup slack: 0.13 ns
  – Critical register-to-register path startpoint: count[1]
  – Crit Path Max Fanout: 6
  – Capture instance of the worst register-to-register path: count[3]
  – Arr. time, crit path: 1.88 ns
  – Launching element type of the critical path: flip-flop
  – Type of element capturing the critical path: output pin
  – Data required, critical path: 2.00 ns
  – Number of cells traversed by the worst register-to-register path: 8

Place
  – Half-perimeter wire length after placement: between 4 and 5 mm
  – Post-Place Cell Area: about 3700 sq um
  – Tally of buffers added on design ports: 21
  – Gpl congestion: approximately 0.85

Synth
  – Area share, top type: 0.5590
  – Gate count of the mapped netlist: 223
  – Most frequent cell after synthesis: edfxtp_1
  – Primary FF master, synth: edfxtp_1
  – Proportion of synthesized chip area in sequential cells: 0.6900
  – Most used standard cells in the synthesized netlist: edfxtp_1, dfrtp_1, nand2_1
  – Syn_area_per_cell: between 15 and 20 sq um
  – Post-synth EDFFs: about 64
  – Top area cell types: edfxtp_1, dfrtp_1, mux2_2
  – Async S/R FF share, synth: 0.2195
  – Number of synthesized register bits: between 80 and 90
  – Number of distinct library cell variants in the gate-level netlist after synthesis: 31
  – Post-synthesis chip area from yosys: approximately 3400 sq um
  – Number of standard cells reported by yosys: around 220
  – Yosys warning count: 2
  – Area of the mapped netlist: roughly 3400 sq um
  – Library cell occupying the most area in the post-synthesis netlist: edfxtp_1

Floorplanning
  – Floorplan row count: 29
  – Core outline area: around 6500 sq um
  – Overall die height: between 80 and 90 um
  – Die X-Extent: approximately 85 um
  – Effective utilization at floorplan: 0.5294
  – Floorplan die area: 7212 sq um
  – I/O pin cnt: 22

Clock tree
  – Late-Pin Clk Latency: about 0.35 ns
  – CTS resizes: 0
  – Root buffer selected by CTS: clkbuf_8
  – Worst-case clock buffer depth: 2
  – Post-CTS setup buffers: 0
  – TritonCTS clock tree: done
  – CTS buffer count: 9
  – H-tree depth: 3
  – CTS clock-pin slew for the worst setup and hold paths: about 0.08 ns
  – Hold-fix buffers, CTS: 0
  – Sink count of the clock tree: slightly above 80

STA
  – Max Fclk: ~420 MHz
  – Unrepaired setup endpoints after global routing: no
  – Fin. Hold Viols: 0
  – Slew at the pin closest to its max-slew limit: 0.4978 ns
  – Tmin final: about 2.4 ns
  – Count of endpoints failing setup in the final report: 0
  – Final Max Slew Viols: 0
  – Worst-case headroom to the max-slew limit: 0.6681
  – Largest clock skew in the final design: between 0.009 and 0.01 ns
  – Post-layout period usage: 0.9535
  – TNS Setup: 0 ns

Layout
  – Final instance area: between 3000 and 4000 sq um
  – Layout cells sized above 1: 0.1758
  – Area growth from synthesis to layout: 15.43%

Detailed routing
  – Number of vias in the routed layout: 1893
  – Pre-antenna DRT Iters: 16
  – DRC violation total after the first TritonRoute iteration: 137
  – WL final: between 6 and 7 mm
  – Number of nets still failing antenna checks after routing: 0
  – Average wire per cell in the routed design: 19.33 um
  – Per-cell via count in the routed design: ~5.7
  – Diode insertion count for antenna repair: 0
  – DRC violation count after routing: 0

Run
  – Stage-log warning count: 33
  – Count of max-cap constraint violations: 0

Hold path
  – Hold Path Sink: o_data[7]
  – Worst Hold Path Cells: 2
  – Start point of the worst min-delay path: o_data[7]
  – Hold crit path type: flip-flop to flip-flop
[sequential cells by signal (all words and copies together), names as in the netlist]
register	flops
count	4
mem	64
o_data	8
rd_ptr	3
wr_ptr	3
[worst max-delay path: stages, from the launching register on]
cell             delay, ns
dfrtp_2               0.46
or4b_4                0.56
inv_1                 0.07
clkdlybuf4s50_1       0.45
[logic make-up (layout without fill, tap and decap cells)]
logic type,Yosys count,in the layout,synth area share
AOI/OAI and AO/OA,31,31,0.07024
xor gates and xnor gates,5,5,0.01274
adders and majority gates,15,15,0.05677
buffers and inverters,19,52,0.02474
DFF,82,82,0.6900
muxes,20,20,0.06732
and+or+nand+nor,51,51,0.07824
[stage by stage]
step,util,worst slack (ns),cells,power (mW),hold WS [ns]
after detailed placement,0.5773,0.1127,317,3.375,0.4746
after floorplan,-,0.1700,223,2.811,0.2044
after global routing,0.6111,0.02210,333,4.634,0.5322
after global placement,0.5773,0.1941,317,3.304,0.4632
final,0.6111,0.1161,333,4.357,0.4847
after CTS,0.6109,0.07400,333,4.398,0.4925
[worst max-delay path by stage]
stage,startpoint,to,slack [ns],depth (start not counted)
CTS,count[1],full,0.07,3
global route,count[1],count[3],0.02,8
finish,count[1],full,0.12,3
[power groups by stage]
stage | sequential [mW] | combinational [mW] | clock, mW
4_1_cts | 1.86 | 1.49 | 1.05
5_1_grt | 1.89 | 1.63 | 1.11
6_report | 1.86 | 1.47 | 1.03
[final cells by class]
cell class / instances / area [sq um]
clock buffers: 9 / 123.9
flip-flops and latches: 82 / 2374
fillers: 457 / 2526
clock inverters: 7 / 93.84
repair buffers: 28 / 262.8
well taps: 77 / 96.34
inverters: 8 / 30.03
multi-input cells: 122 / 988.4
[placed cells by master, fill, tap and decap left out, types with 2 or more instances in the layout]
master | synthesis | routed
a21oi_1 | 3 | 3
dfrtp_1 | 18 | 17
clkdlybuf4s50_1 | 0 | 21
nor2_1 | 9 | 9
o31ai_1 | 8 | 8
inv_1 | 8 | 8
nor4_1 | 2 | 2
bufinv_16 | 0 | 2
nand2_1 | 18 | 18
and2_1 | 3 | 3
clkinv_4 | 0 | 2
edfxtp_1 | 64 | 64
a22o_1 | 8 | 8
xnor2_1 | 4 | 4
ha_1 | 14 | 14
a221oi_1 | 8 | 8
buf_4 | 0 | 7
o21ai_0 | 2 | 2
clkbuf_8 | 0 | 9
and3_1 | 15 | 15
mux2_2 | 16 | 16
mux2_4 | 2 | 2
[layer usage]
| metal | routed length, um | share of wire | global-route usage |
|---|---|---|---|
| met3 | 521 | 0.081 | 0.08983 |
| met4 | 99 | 0.015 | 0.03698 |
| met5 | 0 | 0 | 0 |
| met2 | 3126 | 0.49 | 0.3171 |
| met1 | 2690 | 0.42 | 0.3064 |
Power and IR drop assume default switching activity.
